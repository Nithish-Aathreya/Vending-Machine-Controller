==> /design/flow/run.sh <==
#!/bin/bash
# OpenROAD 26Q1-2900-gdf79404cd8, Yosys 0.63+post, stock flow scripts
make -C /OpenROAD-flow-scripts/flow DESIGN_CONFIG=/design/flow/config.mk WORK_HOME=/design/flow/orfs finish
==> /design/flow/config.mk <==
export PLATFORM = sky130hd
export DESIGN_NAME = vending
export DESIGN_NICKNAME = vending
export VERILOG_FILES = /design/flow/design.v
export SDC_FILE = /design/flow/constraint.sdc
export NUM_CORES = 4
export LEC_CHECK = 1
export CORE_AREA = 10 10 78 78
export DIE_AREA = 0 0 88 88
==> /design/flow/constraint.sdc <==
current_design vending

set clk_period 2.2
set clk_io_pct 0.2

create_clock -name clk0 -period $clk_period [get_ports {clk}]

set non_clock_inputs [all_inputs -no_clocks]
set_input_delay [expr $clk_period * $clk_io_pct] -clock clk0 $non_clock_inputs
set_output_delay [expr $clk_period * $clk_io_pct] -clock clk0 [all_outputs]
==> /design/flow/design.v <==
module vending(
    input logic clk, reset, coin_in,
    input logic [3:0] coin_value,
    output logic [3:0] refund,
    output logic [3:0] push
);
typedef enum logic [1:0] {
    S0 = 2'b00,  
    S1 = 2'b01,  
    S2 = 2'b10, 
    S3 = 2'b11  
} state_t;
state_t state, next_state;
logic [3:0] total_amount; 
parameter IDLE = 4'b1000, ITEM_SEL = 4'b0100, DISPENSE = 4'b0010, REFUND_SIG = 4'b0001;
always_ff @(posedge clk or posedge reset) begin
    if (reset)
        state <= S0;  
    else
        state <= next_state;
end
always_comb begin
    next_state = state;  
    case (state)
        S0: if (coin_in) next_state = S1;   
        S1: begin
            if (total_amount >= 4'b0101) 
                next_state = S2;   
            else 
                next_state = S3;   
        end
        S2: begin
            if (total_amount > 4'b0101) 
                next_state = S3;   
            else 
                next_state = S0;   
        end
        S3: next_state = S0;  
    endcase
end
always_ff @(posedge clk or posedge reset) begin
    if (reset) begin
        push <= IDLE;
        refund <= 4'b0000;
        total_amount <= 4'b0000;
    end else begin
        case (state)
            S0: begin
                push <= IDLE;
                if (coin_in) total_amount <= total_amount + coin_value;   
            end
            S1: begin
                push <= ITEM_SEL;
            end
            S2: begin
                push <= DISPENSE;
                if (total_amount <= 4'b0101) 
                    total_amount <= 4'b0000; 
            end
            S3: begin
                push <= REFUND_SIG;
                refund <= (total_amount > 4'b0101) ? (total_amount - 4'b0101) : total_amount;  
                total_amount <= 4'b0000;  
            end
            default: push <= IDLE;
        endcase
    end
end
endmodule
==> out/summary.rpt <==
YOSYS
------------------------------------------------------------------------------
Synthesis warning total .........................................            1
Average size of a mapped cell ...................................  10.86 sq um
Number of flops mapped to enable cells by yosys .................            0
Flip-flop and latch count after synthesis .......................           16
Top cells by area ............................................... sky130_fd_sc_hd__dfrtp_1, sky130_fd_sc_hd__ha_1, sky130_fd_sc_hd__dfstp_2
Yosys Instances .................................................           78
Synthesized instance count ......................................           78
Chip area from the yosys synthesis statistics ...................  847.1 sq um
Main flop type .................................................. sky130_fd_sc_hd__dfrtp_1
Unique masters post-synth .......................................           31
Async set or reset register ratio after synthesis ...............       100.0%
Sequential area share after synthesis ...........................       47.56%
Mapped Area .....................................................  847.1 sq um
Area leader, netlist ............................................ sky130_fd_sc_hd__dfrtp_1
Yosys top cell area share .......................................       41.36%

FLOORPLANNING
------------------------------------------------------------------------------
Row Count .......................................................           24
Total die size ..................................................   7744 sq um
Height of the die ...............................................        88 um
Number of I/O pins ..............................................           15
Core utilization before placement ...............................       19.19%
Area of the core ................................................   4414 sq um
Die width .......................................................        88 um

FINAL LAYOUT
------------------------------------------------------------------------------
Layout cells sized above 1 ......................................       13.19%
Highest-count cells in the layout ignoring fill and taps ........ sky130_fd_sc_hd__clkdlybuf4s50_1, sky130_fd_sc_hd__dfrtp_1, sky130_fd_sc_hd__nand2_1, sky130_fd_sc_hd__o21ai_0
Layout Cell Area excl Fill ......................................   1086 sq um
Filler instances ................................................          443
Relative area change from synthesis to final layout .............       28.21%
Fin util ........................................................       24.60%
Number of non-filler instances in the completed layout ..........          143

POWER
------------------------------------------------------------------------------
Peak VDD IR .....................................................  0.0002939 V
Static Leakage ..................................................    0.4890 nW
Areal power density over the cells .............................. 522.8 nW/um^2

PLACEMENT
------------------------------------------------------------------------------
Post-detailed-placement half-perimeter wirelength ...............     1.234 mm
Number of placed instances, taps included .......................          139
Area after detailed placement ...................................   1031 sq um
Number of buffer cells added on primary ports ...................           14
Final GP Congestion .............................................       0.7650

CLOCK TREE
------------------------------------------------------------------------------
Sinks on the clock net ..........................................           16
Gates resized, CTS repair .......................................            0
CTS tree ........................................................          yes
Buffer count from post-CTS setup fixing .........................            0
Clk buf depth ...................................................            2
CTS Hold Bufs ...................................................            0
Number of H-tree branching levels ...............................            1
Cts bufs inserted ...............................................            3
Clock root cell ................................................. sky130_fd_sc_hd__clkbuf_8
Clock Latency Late Sink .........................................      0.24 ns
Clock Pin Slew Worst Setup and Hold Paths .......................      0.06 ns

ROUTE
------------------------------------------------------------------------------
Highest layer used for signal routing ...........................         met4
Wire length the detailed router placed on met1 ..................       757 um
Detailed Routing Iterations Pass 1 ..............................            6
Inserted Diodes .................................................            0
Number of remaining DRC errors ..................................            0
WL met3 .........................................................       198 um
Number of nets with antenna violations after routing ............            0
Vias per std cell ...............................................        4.014
Detailed-routed wire length on met2 .............................       592 um
Post-detailed-route wirelength per cell .........................     10.88 um
Total routed wirelength .........................................     1.556 mm
Violation count after the first detailed-route iteration ........           31
DR vias .........................................................          574

WORST SETUP PATH
------------------------------------------------------------------------------
Kind of start point of the critical path ........................ primary input
Critical path's largest stage delay .............................      0.45 ns
Ordered list of cells on the worst path ......................... clkdlybuf4s50_1, ha_1, a21o_1, a21oi_1, mux2i_1, o22a_1
Setup CP Type ...................................................    in -> reg
Data arrival time of the critical path ..........................      2.01 ns
Required time of the worst setup path ...........................      2.39 ns
Slowest cell on the critical path ............................... sky130_fd_sc_hd__clkdlybuf4s50_1
Top cell family by delay on the critical path ................... AND-OR/OR-AND gates
Sort of element at the end of the critical path .................         flop
CP Max Fanout ...................................................            2
Crit path buffers/inverters .....................................            1

GLOBAL ROUTING
------------------------------------------------------------------------------
Initial antenna violation count .................................            0
GRT Residual Overflow ...........................................            0
Pin count of the biggest net entering global routing ............           17
Wire length of the first global-routing pass ....................     2.656 mm
Vias in the first global route ..................................          548
Overall routing resource usage ..................................       4.220%

FINAL TIMING
------------------------------------------------------------------------------
Hold WS .........................................................    0.4385 ns
Total negative slack for setup checks ...........................         0 ns
Highest clock rate ..............................................   0.5475 GHz
Final Hold Violation Tally ......................................            0
Share of the clock period used by the worst path after layout ...       83.02%
Worst Max-Slew Pin Slew .........................................    0.5963 ns
Number of pins with negative max-slew slack in the final report .            0
RSZ-0062 raised after global routing ............................        false
Setup violation total in the final timing report ................            0
Worst clock skew on the final layout ............................  0.002276 ns
Slew HR .........................................................       60.20%
Fin crit period .................................................     1.826 ns

JOB
------------------------------------------------------------------------------
Total number of warnings across the stage logs ..................           26
Reported max-cap violation count ................................            0

RUN STATUS
------------------------------------------------------------------------------
Status .......................................................... complete, no violations

HOLD PATH
------------------------------------------------------------------------------
Path category of the worst min-delay check ......................   reg -> reg

routing by layer:
metal  up-vias  GRT usage [%]
met3         2          2.619
met2        18          5.489
met1       262          6.031
li1        292              -
met5         -              0
met4         0         0.2899
cell families after synthesis:
| group | Yosys count | share of synthesized area (%) |
|---|---|---|
| AND-OR/OR-AND | 14 | 10.05 |
| AND/OR/NAND/NOR | 25 | 19.79 |
| multiplexers | 4 | 5.022 |
| buffers and inverters | 10 | 4.727 |
| adder cells (fa/ha/maj) | 6 | 9.749 |
| XOR/XNOR | 3 | 3.102 |
| flip-flops | 16 | 47.56 |
area by class of cell:
type	count	area (sq um)	area share, %
Clock buffer	4	55.05	5.069
Inverter	5	18.77	1.728
Multi-Input combinational cell	52	404.1	37.21
Sequential cell	16	402.9	37.10
Tap cell	52	65.06	5.991
Timing Repair Buffer	14	140.1	12.90
final timing paths:
check	end	slack, ns	cells past startpoint	from
hold reg to reg	push[2]$_DFF_PP0_	0.44	0	state[2]$_DFF_PP0_
hold / removal	push[2]$_DFF_PP0_	0.44	0	state[2]$_DFF_PP0_
max in group asynchronous	state[1]$_DFF_PP0_	1.25	2	reset
min in group asynchronous	push[0]$_DFF_PP0_	0.56	2	reset
setup reg to reg	total_amount[3]$_DFFE_PP0P_	0.43	6	total_amount[1]$_DFFE_PP0P_
setup / recovery	total_amount[3]$_DFFE_PP0P_	0.37	6	coin_value[1]
registers in the layout (all words and copies together) (netlist names):
name and count:
refund 4, total_amount 4, state 4, push 4
report_power, final:
group | internal (W) | leakage [nW] | switching [W]
Combinational | 0.0000115 | 0.244 | 0.00000968
Sequential | 0.000295 | 0.217 | 0
Clock | 0.000158 | 0.0288 | 0.0000937
cells in the mapped netlist, drive strengths merged (3+ instances only):
library cell and instances:
nor2b 3, a21oi 3, inv 5, o21ai 6, nand2 6, ha 5, clkbuf 3, nor3 3
dfrtp 14, nor2 3
stage by stage:
| stage | worst slack, ns | power [W] |
|---|---|---|
| after CTS | 0.3581 | 0.0005790 |
| after floorplan | 0.6333 | 0.0003071 |
| final | 0.3736 | 0.0005678 |
| after global placement | 0.1956 | 0.0003208 |
| after detailed placement | 0.1051 | 0.0003213 |
| after global routing | 0.2790 | 0.0005918 |
Power and IR drop assume default switching activity.
